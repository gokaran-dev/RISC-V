==> design.v <==
`timescale 1ns / 1ps
module alu_operations_five (
    input  clk,
    input  rst_n,
    input  load,      
    input  signed [31:0]  ID_EX_A,
    input  signed [31:0]  ID_EX_B,
    input  signed [5:0]   opcode,
    output reg signed [31:0] ALU_result
);
    reg signed [31:0] rA;
    reg signed [31:0] rB;
    reg [5:0] rop;
    localparam ADD = 6'b000000;
    localparam SUB = 6'b000001;
    localparam AND = 6'b000010;
    localparam OR  = 6'b000011;
    localparam SLT = 6'b000100;
    localparam MUL = 6'b000101;
    wire valid_op = (opcode == ADD) || (opcode == SUB) || (opcode == AND) || (opcode == OR)  || (opcode == SLT) || (opcode == MUL);
    wire signed [31:0] gated_a = valid_op ? ID_EX_A : 32'sd0;
    wire signed [31:0] gated_b = valid_op ? ID_EX_B : 32'sd0;
    always @(posedge clk or negedge rst_n) 
    begin
        if (!rst_n) 
        begin
            rA  <= 32'sd0;
            rB  <= 32'sd0;
            rop <= 6'd0;
            ALU_result <= 32'sd0;
        end 
        else 
        begin
            if (load) 
            begin
                rA  <= gated_a;
                rB  <= gated_b;
                rop <= opcode;
            end
            if (load) 
            begin
                case (rop)
                    ADD: ALU_result <= rA + rB;
                    SUB: ALU_result <= rA - rB;
                    AND: ALU_result <= rA & rB;
                    OR : ALU_result <= rA | rB;
                    SLT: ALU_result <= ($signed(rA) < $signed(rB)) ? 32'sd1 : 32'sd0;
                    MUL: ALU_result <= $signed(rA) * $signed(rB);
                    default: ALU_result <= 32'sd0;
                endcase
            end
        end
    end
endmodule
==> run.sh <==
#!/bin/bash
# OpenROAD 26Q1-2900-gdf79404cd8, Yosys 0.63+post, stock flow scripts
make -C /OpenROAD-flow-scripts/flow DESIGN_CONFIG=/design/flow/config.mk WORK_HOME=/design/flow/orfs finish
==> config.mk <==
export PLATFORM = sky130hd
export DESIGN_NAME = alu_operations_five
export DESIGN_NICKNAME = alu_operations_five
export VERILOG_FILES = /design/flow/design.v
export SDC_FILE = /design/flow/constraint.sdc
export NUM_CORES = 4
export LEC_CHECK = 1
export CORE_UTILIZATION = 30
==> constraint.sdc <==
current_design alu_operations_five

set clk_period 11.5
set clk_io_pct 0.2

create_clock -name clk0 -period $clk_period [get_ports {clk}]

set non_clock_inputs [all_inputs -no_clocks]
set_input_delay [expr $clk_period * $clk_io_pct] -clock clk0 $non_clock_inputs
set_output_delay [expr $clk_period * $clk_io_pct] -clock clk0 [all_outputs]
==> metrics.log <==
[report] extracting results
[metrics] CTS tree: done
[metrics] number of enable flip-flop cells: 0
[metrics] leakage power: 12.0 nW
[metrics] Synth async-reset ratio: 100%
[metrics] pin count of the biggest net entering global routing: 51
[metrics] post-synth top area cell: sky130_fd_sc_hd__fa_1
[metrics] number of synthesized register bits: 102
[metrics] run status: finished clean
[metrics] Worst Skew: 0.0109 ns
[metrics] Post-CTS Setup Inserts: 0
[metrics] Synth area leaders: sky130_fd_sc_hd__fa_1, sky130_fd_sc_hd__ha_1, sky130_fd_sc_hd__dfrtp_1, sky130_fd_sc_hd__inv_1, sky130_fd_sc_hd__nor2_1
[metrics] total wire length: 92.4 mm
[metrics] die height: 283 um
[metrics] start point of the critical path: rA[10]
[metrics] Max IR drop VDD: 60.3 uV
[metrics] RR Endpoint: ALU_result[30]
[metrics] Vias/cell: 5.18
[metrics] worst slew margin relative to its limit: 37.6%
[metrics] Max Fanout on Critical Path: 17
[metrics] RR Startpoint: rA[10]
[metrics] vias in the first global route: 21100
[metrics] critical path launch point type: flip-flop
[metrics] cts hold-fix bufs: 0
[metrics] PD cells: 42.6 nW/um2
[metrics] Yosys warning total: 1
[metrics] number of maximum-capacitance violations: 0
[metrics] Max Slew Vio Count: 0
[metrics] hold path startpoint: ALU_result[5]
[metrics] RSZ-0062 raised after global routing: no
[metrics] deepest level of the CTS H-tree: 3
[metrics] Synth top cell by count: sky130_fd_sc_hd__inv_1
[metrics] Chip Area: 80100 um2
[metrics] buffer levels on the longest clock path: 2
[metrics] number of search-and-repair iterations in the first detailed-routing pass: 5
[metrics] most used flip-flop cell after synthesis: sky130_fd_sc_hd__dfrtp_1
[metrics] gate count of the mapped netlist: 2808
[metrics] 1st-iter DRT viols: 1406
[metrics] peak clock frequency supported by timing: 120 MHz
[metrics] Min Clock Period, post-route: 8.31 ns
[metrics] initial antenna violation count: 2
[metrics] DRC viols: 0
[metrics] number of routed nets with antenna violations: 0
[metrics] gr usage total: 24.5%
[metrics] layout cells sized above 1: 3.55%
[metrics] path type of the worst min-delay path: reg2reg
[metrics] cell count listed in synth_stat.txt: 2808
[metrics] logic depth of the worst register-to-register path: 24
[metrics] post-detailed-placement cell area: 25900 um2
[metrics] number of sinks on the clock net: 102
[metrics] actual slew at the worst max-slew pin: 0.931 ns
[metrics] post-route cell area: 26200 um2
[metrics] placer congestion estimate: 1.04
[metrics] hold violation count in the final report: 0
[metrics] standard-cell row count: 102
[metrics] total I/O pin count: 105
[metrics] via count: 20100
[metrics] final setup fails: 0
[metrics] hold path cells: 1
[metrics] kind of end point of the critical path: flip-flop
[metrics] OpenROAD warning count: 89
[metrics] average footprint of a synthesized cell: 8.43 um2
[metrics] critical path data required time: 11.77 ns
[metrics] routed wire length per instance: 23.8 um
[metrics] Largest type area fraction: 34.7%
[metrics] die boundary width: 283 um
[metrics] total global routing overflow: 0
[metrics] end point of the most critical hold path: ALU_result[5]
[metrics] insertion delay to the later sink of the worst-skew pair: 0.41 ns
[metrics] first-pass GRT wire length: 139 mm
[metrics] data arrival time of the worst path: 8.58 ns
[metrics] Post-Synthesis Cell Area: 23700 um2
[metrics] Unique cell types: 79
[metrics] accumulated negative setup slack: 0 ns
[metrics] Worst R2R Setup Slack: 3.19 ns
[metrics] Area Overhead vs Synth: 10.7%
[metrics] FP Core Util: 30.5%
[metrics] Floorplan Core Area: 77700 um2
[metrics] buffer type at the clock tree root: sky130_fd_sc_hd__clkbuf_16
[metrics] CTS clock-pin slew for the worst setup and hold paths: 0.08 ns
[metrics] top cells by instance count after synthesis: sky130_fd_sc_hd__inv_1, sky130_fd_sc_hd__nor2_1, sky130_fd_sc_hd__fa_1, sky130_fd_sc_hd__nand2_1, sky130_fd_sc_hd__ha_1
[metrics] number of buffers created by CTS: 9
[metrics] count of buffers inserted at the top-level ports: 104
[metrics] number of gates given a new drive strength after cts: 0
[metrics] synthesized chip area reported by yosys: 23700 um2
[metrics] Synth Seq Share: 10.8%
[metrics] HPWL reported at the end of detailed placement: 74.0 mm
[metrics] Final period util: 72.3%
[metrics] critical path class: reg2reg
-- state kept, by name, summed over array words and instances (netlist names) --
register	count
rB	32
ALU_result	32
rA	32
rop	6
-- worst max-delay path by stage --
stage	end	slack [ns]	cells past startpoint
6_report	ALU_result[30]	3.19	24
5_1_grt	ALU_result[30]	2.87	24
4_1_cts	ALU_result[30]	3.44	24
-- cells by family (layout without fill, tap and decap cells) --
group | after synthesis | count (layout) | share of synthesized area [%]
simple gates | 861 | 861 | 15.0
fa+ha+maj | 656 | 656 | 47.7
buf+inv | 650 | 686 | 10.3
compound gates | 443 | 443 | 12.5
flops | 102 | 102 | 10.8
xor+xnor | 87 | 87 | 3.28
mux | 9 | 9 | 0.407
other cells | 0 | 1 | 0
-- final cells by class --
| type | count | area [um2] |
|---|---|---|
| Inverter | 516 | 1940 |
| Clock inverter | 6 | 67.6 |
| Fill cell | 8135 | 51500 |
| Tap cell | 1040 | 1300 |
| Sequential cell | 102 | 2550 |
| Antenna cell | 1 | 2.50 |
| Multi-Input combinational cell | 2056 | 18700 |
| Timing Repair Buffer | 154 | 1410 |
| Clock buffer | 10 | 239 |
-- routing by layer --
metal	vias up	global-route usage, %	share of wire (%)
met3	211	12.7	13
met1	9933	31.8	39
met4	0	8.83	4.6
met5	-	0	0
li1	8895	-	-
met2	1096	35.5	43
-- cell usage in the layout, fill, tap and decap left out, types with 24 or more instances in the layout --
cell                                n
sky130_fd_sc_hd__inv_1            503
sky130_fd_sc_hd__nor2_1           421
sky130_fd_sc_hd__fa_1             410
sky130_fd_sc_hd__nand2_1          305
sky130_fd_sc_hd__ha_1             246
sky130_fd_sc_hd__o21ai_0          129
sky130_fd_sc_hd__dfrtp_1          102
sky130_fd_sc_hd__clkdlybuf4s50_1  102
sky130_fd_sc_hd__a21oi_1           92
sky130_fd_sc_hd__xnor2_1           62
sky130_fd_sc_hd__buf_4             51
sky130_fd_sc_hd__xor2_1            24
-- where the power goes --
group	internal, mW	total, mW	switching [mW]
sequential	0.369	0.397	0.0286
clock	0.176	0.349	0.173
combinational	0.131	0.371	0.240
-- per-stage QoR --
stage               hold WS [ns]  total power, mW  setup slack (ns)  util [%]  instances
floorplan                  0.430            0.604              4.43         -       2808
global placement           0.468            0.767              3.59      33.3       3868
detailed placement         0.477            0.766              3.44      33.3       3868
CTS                        0.493             1.12              3.44      33.7       3884
global route               0.505             1.16              2.87      33.7       3884
finish                     0.489             1.12              3.19      33.7       3885
-- critical path: stages, from the launching register on --
cell                       delay [ns]
sky130_fd_sc_hd__dfrtp_1         0.59
sky130_fd_sc_hd__clkinv_1        0.81
sky130_fd_sc_hd__nor2_1          0.41
sky130_fd_sc_hd__fa_1            0.45
sky130_fd_sc_hd__fa_1            0.46
sky130_fd_sc_hd__fa_1            0.51
sky130_fd_sc_hd__inv_1           0.06
sky130_fd_sc_hd__fa_1            0.53
sky130_fd_sc_hd__inv_1           0.04
sky130_fd_sc_hd__ha_1            0.27
sky130_fd_sc_hd__ha_1            0.29
sky130_fd_sc_hd__fa_1            0.48
sky130_fd_sc_hd__inv_1           0.05
sky130_fd_sc_hd__fa_1            0.47
sky130_fd_sc_hd__inv_1           0.04
sky130_fd_sc_hd__ha_1            0.33
sky130_fd_sc_hd__nand2_1         0.10
sky130_fd_sc_hd__a211oi_1        0.28
sky130_fd_sc_hd__o21ai_0         0.17
sky130_fd_sc_hd__a31oi_1         0.66
sky130_fd_sc_hd__a21oi_1         0.34
sky130_fd_sc_hd__o221ai_1        0.37
sky130_fd_sc_hd__mux2i_1         0.13
sky130_fd_sc_hd__a32oi_1         0.21
sky130_fd_sc_hd__o211ai_1        0.12
Power and IR drop assume default switching activity.
