$ cat flow/config.mk
export PLATFORM = sky130hd
export DESIGN_NAME = alu
export DESIGN_NICKNAME = alu
export VERILOG_FILES = /design/flow/design.v
export SDC_FILE = /design/flow/constraint.sdc
export NUM_CORES = 4
export LEC_CHECK = 1
export CORE_UTILIZATION = 30
$ cat flow/constraint.sdc
current_design alu

set clk_period 14.2
set clk_io_pct 0.2

create_clock -name clk0 -period $clk_period

set non_clock_inputs [all_inputs -no_clocks]
set_input_delay [expr $clk_period * $clk_io_pct] -clock clk0 $non_clock_inputs
set_output_delay [expr $clk_period * $clk_io_pct] -clock clk0 [all_outputs]
$ cat flow/design.v
`timescale 1ns / 1ps
module alu (
    input  [31:0] ID_EX_A,
    input  [31:0] ID_EX_B,
    input  [5:0]  opcode,
    output reg [31:0] ALU_result
    );
    parameter ADD = 6'b000000;
    parameter SUB = 6'b000001;
    parameter AND = 6'b000010;
    parameter OR  = 6'b000011;
    parameter SLT = 6'b000100;
    parameter MUL = 6'b000101;
    always @(*) begin
        case (opcode)
            ADD: ALU_result = ID_EX_A + ID_EX_B;
            SUB: ALU_result = ID_EX_A - ID_EX_B;
            AND: ALU_result = ID_EX_A & ID_EX_B;
            OR : ALU_result = ID_EX_A  | ID_EX_B;
            SLT: ALU_result = (ID_EX_A < ID_EX_B) ? 32'd1 : 32'd0;
            MUL: ALU_result = ID_EX_A * ID_EX_B;
            default: ALU_result = 32'hxxxxxxxx;
        endcase
    end
endmodule
$ cat flow/run.sh
#!/bin/bash
# OpenROAD 26Q1-2900-gdf79404cd8, Yosys 0.63+post, stock flow scripts
make -C /OpenROAD-flow-scripts/flow DESIGN_CONFIG=/design/flow/config.mk WORK_HOME=/design/flow/orfs finish
==> results.json <==
{
  "worstPathArrival_ps": 11060,
  "final_max_slew_viol_count": 0,
  "grt_usage": 0.256,
  "area_leaders": "fa_1, ha_1, inv_1",
  "fin_cells": 3458,
  "path_buffers": 9,
  "area_growth_pct": 13.6,
  "period_used_share": 0.979,
  "drt_iter0_markers": 1230,
  "hpwl_mm": 65.8,
  "grt_pass1_wl_mm": 120,
  "fp-utilization": 0.305,
  "tightest_slew_ps": 1040,
  "place_congestion": 1.03,
  "worst_path_max_delay_cell": "fa_1",
  "place_area_sq_um": 22500,
  "status": "complete, no violations",
  "postSynthAreaPerCell_sq_um": 7.98,
  "seq_area_sq_um": 0,
  "final_cell_mix": "inv_1, fa_1, nor2_1",
  "critPathLaunchType": "input pin",
  "min_path_type": "input pin to output pin",
  "whs_ps": 6870,
  "slew_headroom": 0.296,
  "antenna-diode-count": 0,
  "holdPathStages": 5,
  "syn_inst": 2480,
  "layout.cells.most_common": "inv_1",
  "rows": 93,
  "drt-total-wl_mm": 79.3,
  "grt_pass1_vias": 18601,
  "worstHoldStart": "opcode[0]",
  "max_freq_ghz": 0.0720,
  "grt_antenna_before_repair": 4,
  "yosysWarnings": 1,
  "via_per_inst": 5.13,
  "max_stage_delay_ps": 540,
  "via_count": 17746,
  "cp.required_ps": 11360,
  "core-area_sq_um": 64800,
  "yosysChipArea_sq_um": 19800,
  "overflow": 0,
  "ys_cells": 2480,
  "cap_violations": 0,
  "crit_start": "ID_EX_B[7]",
  "setup_violations": 0,
  "dieArea_sq_um": 67000,
  "portBuffers": 102,
  "die-width_microns": 259,
  "drive_gt1_frac": 0.0634,
  "endpoint_kind": "output pin",
  "post-route-min-period_ps": 13900,
  "cp_top_family": "adder cells",
  "syn_area_sq_um": 19800,
  "wl_per_cell_microns": 22.9,
  "clockBufferCount": 0,
  "finalSetupTns_ps": 0,
  "grtUsageMet2": 0.365,
  "top_area_cell": "fa_1",
  "grt_util_met1": 0.338,
  "hold-path-endpoint": "ALU_result[6]",
  "critPathKind": "input pin to output pin",
  "drtAntennaViolNets": 0,
  "grt_max_degree": 70,
  "fin_area_sq_um": 22500,
  "crit_fanout": 8,
  "chipHeight_microns": 259,
  "flops": 0,
  "cp_common_cell": "fa_1",
  "dr.pass1.iters": 8,
  "drc": 0,
  "top_usage_layer": "met2",
  "dp.cells": 3458,
  "hold_viol_final": 0,
  "netlist.area_leader.share": 0.415,
  "rsz0062_at_grt": "no",
  "synth_seq_share": 0,
  "ys_types": 75,
  "warnings": 96,
  "boundaryPins": 102,
  "final_util": 0.347,
  "grtUsageMet3": 0.118
}
## timing repair
action / in CTS / in global routing
setup buffers: 0 / 0
gates resized: 0 / 2
setup endpoints to repair: 0 / 1
endpoints found under the hold margin: 0 / 0
hold buffers: 0 / 0
## metrics by stage
step | setup slack, ps
after floorplan | 1240
after global placement | 121
after detailed placement | 209
after CTS | 201
after global routing | 10.3
final | 305
## synthesized netlist by cell type (5+ instances only)
master / n
inv_1: 471
fa_1: 410
nor2_1: 394
nand2_1: 274
ha_1: 219
a21oi_1: 113
clkbuf_1: 94
xnor2_1: 73
o21ai_0: 48
a21o_1: 28
a221oi_1: 28
o21bai_1: 21
xor2_1: 18
buf_1: 17
nor3_1: 17
a31oi_1: 16
nand2b_1: 16
a211oi_1: 15
nand3_1: 14
o22ai_1: 13
a221o_1: 12
clkinv_1: 12
o211ai_1: 11
and3_1: 10
nor4_1: 8
o31ai_1: 8
or3_1: 8
a22oi_1: 7
nor2b_1: 7
o21a_1: 7
o221ai_1: 6
or2_2: 6
inv_2: 5
nor3b_1: 5
## cell families (layout without fill, tap and decap cells)
logic type                 count (synthesis)  count (layout)  synth area share
xor gates and xnor gates                  91              91            0.0403
muxes                                      1               1          0.000506
AOI/OAI and AO/OA                        380             380             0.131
adders and majority gates                629             629             0.553
and+or+nand+nor                          776             776             0.160
buffers and inverters                    603             726             0.115
## worst max-delay path by stage
stage / cells after the start / slack, ps / to
6_report: 29 / 300 / ALU_result[31]
5_1_grt: 28 / 10 / ALU_result[31]
4_1_cts: 29 / 200 / ALU_result[31]
## per-layer routing
metal / wire length [microns] / vias up / part of all wire
met5: 54 / - / 0.00068
met4: 4750 / 8 / 0.060
met3: 10600 / 211 / 0.13
met2: 33400 / 937 / 0.42
met1: 30500 / 8611 / 0.38
li1: - / 7979 / -
## area by class of cell
cell class                      instances  area [sq um]
Multi-Input combinational cell       1877         17500
Inverter                              488          1830
Fill cell                            6805         42300
Timing Repair Buffer                  238          2050
Tap cell                              855          1070
